**flow/run.sh**
```bash
#!/bin/bash
# OpenROAD 26Q1-2900-gdf79404cd8, Yosys 0.63+post, stock flow scripts
make -C /OpenROAD-flow-scripts/flow DESIGN_CONFIG=/design/flow/config.mk WORK_HOME=/design/flow/orfs finish
```
**flow/config.mk**
```make
export PLATFORM = sky130hd
export DESIGN_NAME = RegFile
export DESIGN_NICKNAME = RegFile
export VERILOG_FILES = /design/flow/design.v
export SDC_FILE = /design/flow/constraint.sdc
export NUM_CORES = 4
export LEC_CHECK = 1
export CORE_UTILIZATION = 40
```
**flow/constraint.sdc**
```tcl
current_design RegFile

set clk_period 10.8
set clk_io_pct 0.2

create_clock -name clk0 -period $clk_period [get_ports {CLK}]

set non_clock_inputs [all_inputs -no_clocks]
set_input_delay [expr $clk_period * $clk_io_pct] -clock clk0 $non_clock_inputs
set_output_delay [expr $clk_period * $clk_io_pct] -clock clk0 [all_outputs]
```
**flow/design.v**
```verilog
`timescale 1ns / 1ps
module RegFile(
  input CLK,
  input Reset,
  input [4:0] ReadReg1,
  input [4:0] ReadReg2,
  input [4:0] WriteReg,
  input [31:0] WriteData,
  output [31:0] ReadData1,
  output [31:0] ReadData2,
  input WE
);
  integer index;
  reg [31:0] regFile[1:31];
  assign ReadData1 = ReadReg1 == 0 ? 0 : regFile[ReadReg1];
  assign ReadData2 = ReadReg2 == 0 ? 0 : regFile[ReadReg2];
  always@(negedge CLK or negedge Reset) begin
    if (Reset == 0) begin
      for (index = 1; index < 32; index = index + 1) begin
        regFile[index] <= 0;
      end
    end
    else if (WE == 1 && WriteReg != 0) begin
      regFile[WriteReg] <= WriteData;
    end
  end
endmodule
```
==> GITHUB_STEP_SUMMARY <==
## PnR job results

| Metric | Value |
|---|---|
| Worst path arrival time | 8410 ps |
| Worst hold path startpoint | regFile[28][13] |
| Remaining number of nets flagged by the antenna check after routing | 0 |
| Final weighted congestion of routability-driven global placement | approximately 1 |
| Area of the mapped netlist | 52200 sq um |
| Register-to-Register Path Depth | 1 |
| Biggest regs | regFile: 992 flops |
| Cts repair resizes | 0 |
| Count of hold-fix buffers inserted at cts | 0 |
| Crit-path cells | and4b_1 -> o21ai_0 -> nand4_1 -> nor4_1 -> a31oi_1 -> clkdlybuf4s50_1 |
| Post-synth top flop | dfrtn_1 |
| Count of vias placed by the detailed router | 48100 |
| Core occupancy in the finished layout | 0.463 |
| Largest net degree at the start of global routing | 123 |
| Total wire length after detailed routing | 270000 um |
| Log Warnings | 49 |
| Die Span X | 363 um |
| Detail Placement HPWL | 154000 um |
| CORE AREA | roughly 130000 sq um |
| Average via count per standard cell | 7.42 |
| Number of sinks handled by clock tree synthesis | 992 |
| Die H | between 300 and 400 um |
| Largest delay contributor family on the critical path | simple AND/OR/NAND/NOR gates |
| Number of synthesized flops with an enable pin | 0 |
| Max Cap Violations | 0 |
| Clock transition at the register clock pins on the worst setup and hold paths after CTS | around 50 ps |
| Average detailed-routed wire length per instance | 41.6 um |
| Number of design rule violations left after detail routing | 0 |
| Worst r2r dst | regFile[9][23] |
| Hold Crit Depth | 1 |
| Initial DRC Count | 6369 |
| Number of filler cells placed in the layout | between 10000 and 15000 |
| Static Leakage | 25.4 nW |
| Growth of design area from synthesis to finish | 14.7% |
| Slack of the worst reg-to-reg path | 9910 ps |
| Largest vdd supply drop | 0.000136 V |
| Crit-path slowest cell | clkdlybuf4s50_1 |
| FFs w/ async S/R, synth | 1.00 |
| Number of clock buffers inserted by TritonCTS | between 100 and 150 |
| Setup repair after global routing missed its margin | no |
| Postcts setup bufs | 0 |
| Type of element capturing the critical path | output pin |
| Maximum count of clock buffers along a single path | 3 |
| Synthesized instance count | 4679 |
| Measured slew at the worst slew-check pin | 1040 ps |
| Max transition margin | 0.303 |
| Area enclosed by the die boundary | 132000 sq um |
| Critical path start-end classification | register to output pin |
| First-pass GRT wire length | between 300000 and 400000 um |
| Crit path buffers/inverters | 1 |
| Number of levels the H-tree was split into | 3 |
| Total power density per cell area | 183 nW/um^2 |
| Fraction of layout instances using a drive strength above 1 | 0.323 |
| DR pass1 iterations | 8 |
| Number of primary I/O pins | 114 |
| Max stage delay on crit path | 520 ps |
| Count of cell types in the netlist | 78 |
| Run status | complete, no violations |
| Hold Crit Class | register to register |
| Setup tns final | 0 ps |
| Number of flip-flops in the largest register | 992 |
| Port Buffer Count | between 100 and 150 |
| Final-report hold violation count | 0 |
| Antenna violations before repair | 21 |
| Post-Route Hold Slack | 463 ps |
| Critical-path maximum fanout | 3 |
| Ys cells | between 4000 and 5000 |
| Global Route Usage Sum | 0.423 |
| Vias in the first global route | 46700 |
| Critical Path Start Type | register |
| Number of pins with negative max-slew slack in the final report | 0 |
| Seq/Total Area, Yosys | 0.475 |
| Core utilization before placement | 0.403 |
| Number of register bits inferred by synthesis | 992 |
| Critical R2R Launch | regFile[9][23] |
| Root buf cell | clkbuf_16 |
| # rows | about 130 |
| Yosys warning tally | 2 |
| Required arrival time at the worst endpoint | approximately 8600 ps |
| TritonCTS clock tree | yes |
| Fin Clk Skew | 0 ps |
| Register containing the most flip-flops in the final layout | regFile |
| Final setup violation count | 0 |
| Post-synthesis chip area from yosys | 52200 sq um |
| Clock latency of the later-clocked register in the worst-skew pair | 650 ps |
| Overflow left after global routing | 0 |
| Worst Hold Endpoint | regFile[28][13] |
| Average cell area after synthesis | 11.2 sq um |
[synth_stat cells (all sizes together) (35+ instances only)]
master,n,share of area
nand4,224,0.027
a22oi,340,0.049
and2,35,0.0043
nor2,57,0.0055
a31oi,51,0.0061
clkbuf,199,0.014
a2111oi,53,0.0094
dfrtn,992,0.48
and4,51,0.0086
nand2,68,0.0049
nand3,689,0.066
a222oi,36,0.0069
mux2,1002,0.22
a22o,48,0.0081
buf,322,0.031
and3,186,0.022
nor4,42,0.0052
a21oi,82,0.0079
[cell type report]
cell class | instances | area (sq um) | area share
diodes | 37 | 92.6 | 0.00155
clock buffers | 152 | 3160 | 0.0528
clock inverters | 52 | 795 | 0.0133
inverters | 3 | 11.3 | 0.000188
multi-input cells | 3163 | 25300 | 0.423
flip-flops and latches | 992 | 24800 | 0.414
well taps | 1742 | 2180 | 0.0364
repair buffers | 348 | 3500 | 0.0585
[cells in the final DEF, fill, tap and decap left out, drive strengths merged, types with 36 or more instances in the layout]
cell and count:
a222oi 36, clkbuf 152, a2111oi 53, dfrtn 992, clkdlybuf4s50 104, a22o 48
a21oi 82, nor4 42, and3 186, diode 37, nand2 68, buf 244
a31oi 51, nand3 689, mux2 1002, and4 51, nand4 224, a22oi 340
nor2 57
[layer usage]
layer | global-route usage | wire, um | vias to the layer above
met5 | 0.0272 | 580 | -
met4 | 0.309 | 27100 | 40
met3 | 0.280 | 47600 | 1709
met2 | 0.543 | 105000 | 4695
met1 | 0.501 | 89300 | 23800
li1 | - | - | 17900
[worst max-delay path by stage]
stage,start,to,slack (ps),cells past startpoint
after CTS,regFile[17][0],ReadData2[0],240,6
after global routing,regFile[17][0],ReadData2[0],140,6
final,regFile[24][21],ReadData1[21],230,6
[power by group]
group / switching, mW / total, mW / internal [mW]
combinational: 0.842 / 1.65 / 0.805
clock: 1.66 / 4.16 / 2.50
sequential: 0.671 / 5.18 / 4.51
total: 3.18 / 11.0 / 7.81
[logic make-up after synthesis]
group / Yosys count / synth area share
buffers and inverters: 524 / 0.0459
multiplexers: 1012 / 0.218
flip-flops: 992 / 0.475
AND/OR/NAND/NOR: 1454 / 0.160
AND-OR/OR-AND: 697 / 0.101
[stage by stage]
stage          worst slack (ps)  instance area (sq um)  std cells  total power [mW]
6_report                    232                  59900       6489              11.0
5_1_grt                     139                  59800       6455              11.3
4_1_cts                     243                  59800       6452              10.9
3_5_place_dp                557                  55900       6248              6.79
3_3_place_gp                582                  55900       6248              6.75
2_1_floorplan              1740                  52200       4679              5.93
Power and IR drop assume default switching activity.
