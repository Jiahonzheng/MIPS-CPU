**/design/flow/config.mk**
```make
export PLATFORM = sky130hd
export DESIGN_NAME = RF
export DESIGN_NICKNAME = RF
export VERILOG_FILES = /design/flow/design.v
export SDC_FILE = /design/flow/constraint.sdc
export NUM_CORES = 4
export LEC_CHECK = 1
export CORE_UTILIZATION = 30
```
**/design/flow/constraint.sdc**
```tcl
current_design RF

set clk_period 9.5
set clk_io_pct 0.2

create_clock -name clk0 -period $clk_period [get_ports {CLK}]

set non_clock_inputs [all_inputs -no_clocks]
set_input_delay [expr $clk_period * $clk_io_pct] -clock clk0 $non_clock_inputs
set_output_delay [expr $clk_period * $clk_io_pct] -clock clk0 [all_outputs]
```
**/design/flow/design.v**
```verilog
`timescale 1ns / 1ps
module RF(
    input CLK,
    input WE,
    input WrRegDSrc,
    input [1:0] RegDst,
    input [4:0] RReg1,
    input [4:0] RReg2,
    input [4:0] rd,
    input [31:0] DB,
    input [31:0] PC4,
    output reg [31:0] ReadData1,
    output reg [31:0] ReadData2
);
    reg [4:0] WReg;
    wire [31:0] WriteData;
    always @(*) begin
        case(RegDst)
            2'b00:
                WReg <= 5'b11111;
            2'b01:
                WReg <= RReg2;
            2'b10:
                WReg <= rd;
        endcase
    end
    assign WriteData = (WrRegDSrc) ? DB : PC4;
    reg [31:0] Regs[0:31];
    integer i = 0;
    initial begin
      repeat(32) begin
        Regs[i] = 0;
        i = i + 1;
      end
    end
    always @(*) begin
        ReadData1 <= Regs[RReg1];
        ReadData2 <= Regs[RReg2];
    end
    always @(negedge CLK) begin
      if (WE) begin
        Regs[WReg] <= WriteData;
      end
    end
endmodule
```
**/design/flow/run.sh**
```bash
#!/bin/bash
# OpenROAD 26Q1-2900-gdf79404cd8, Yosys 0.63+post, stock flow scripts
make -C /OpenROAD-flow-scripts/flow DESIGN_CONFIG=/design/flow/config.mk WORK_HOME=/design/flow/orfs finish
```
==> ci_impl_report.md <==
### Metrics collected by this job

| Metric | Value |
|---|---|
| Final setup violation count | `0` |
| Min-Delay Path Depth | `6` |
| Ports | `~150` |
| Die Y | `407 um` |
| Layout cells sized above 1 | `0.0806` |
| Layout area overhead | `24.5%` |
| Clock share of power | `0.503` |
| Initial antenna violation count | `6` |
| Fin. max-slew vios | `0` |
| Worst slew pin tran | `between 0.9 and 1 ns` |
| Synthesized instance count | `3438` |
| Dpl cells | `5641` |
| Crit path kind | `flip-flop to output port` |
| Syn_area_per_cell | `14.3 um2` |
| Layout Cells excl Fill | `around 6900` |
| Diodes inserted | `0` |
| Post-cts hold buffer count | `0` |
| CTS tree | `built` |
| Total track usage | `0.194` |
| Max transition margin | `0.370` |
| WP data required | `between 7 and 8 ns` |
| Register pins left without a clock | `5` |
| Startpoint Class | `flip-flop` |
| Tool warnings | `1029` |
| Combinational share of power | `0.079` |
| Worst min path class | `input pin to output port` |
| Maxcap violations | `0` |
| Worst setup EP type | `output port` |
| Top-area cell type share of the netlist area | `0.624` |
| Global-route wire length before repair | `225 mm` |
| Endpoints left unconstrained | `5` |
| Largest net degree at the start of global routing | `93` |
| RSZ-0062 raised after global routing | `no` |
| WL per Instance | `22.5 um` |
| Switching pwr | `0.00347 W` |
| Vias in the first global route | `around 38000` |
| Final hold violation count | `0` |
| Seq cells post-synth | `between 1000 and 1500` |
| Post-Syn Area | `49300 um2` |
| Max Buffers Root-to-Sink | `3` |
| Placed wire-length estimate | `85.9 mm` |
| PortBufs | `roughly 150` |
| Biggest area cells | `edfxtp_1, mux2i_1, a22oi_1` |
| Floorplan core density | `0.302` |
| Core area | `163000 um2` |
| Initial DRC count | `about 2000` |
| Fillcell total | `around 15000` |
| Post-synth EDFFs | `~1000` |
| First-pass DRT Iterations | `5` |
| Vias per cell | `5.07` |
| Post-CTS Resized | `1` |
| Worst-case vdd ir drop | `145 uV` |
| Crit Path Max Fanout | `2` |
| CTS Root Cell | `clkbuf_16` |
| Yosys stat chip area | `49300 um2` |
| Ys async rst share | `0` |
| Remaining Overflow, GRT | `0` |
| Post-route ant nets | `0` |
| Status | `finished, final reports clean` |
| Unique masters post-synth | `30` |
| Num CTS Buffers | `109` |
| Setup TNS | `0 ns` |
| Die X | `407 um` |
| Post-Route WL | `around 150 mm` |
| Pwr/cell area | `199 nW/um2` |
| CTS clk-pin slew, worst paths | `0.03 ns` |
| Pint | `0.00872 W` |
| Total number of vias | `34782` |
| P_leak | `26.3 nW` |
| Post-synth top area cell | `edfxtp_1` |
| Seq pwr share | `0.417` |
| DRC | `0` |
| WP data arrival | `7.48 ns` |
| Net Sw Frac | `0.284` |
| Main flop type | `edfxtp_1` |
| Synth Warn # | `1` |
| Postcts setup bufs | `0` |
| Commonest cells post-synth | `edfxtp_1, mux2i_1, nand2_1` |
| GPL Wtd Cong | `just under 0.9` |
| Die area | `166000 um2` |
| Tot Pwr | `0.0122 W` |
| Rows | `148` |
| H-tree depth | `3` |
| Number of cells in Yosys stat | `about 3400` |
==> power groups by stage <==
stage	clock network, W	registers (W)	logic [W]
after CTS	0.00633	0.00509	0.000967
after global routing	0.00682	0.00508	0.00103
final	0.00614	0.00509	0.000968
==> cell type report <==
type | count | area, um2 | share of cell area
multi-input cells | 2149 | 17300 | 0.281
flip-flops and latches | 1029 | 30800 | 0.502
repair buffers | 285 | 2890 | 0.0471
clock inverters | 1115 | 4870 | 0.0794
well taps | 2175 | 2720 | 0.0444
inverters | 2 | 7.51 | 0.000122
clock buffers | 111 | 2780 | 0.0453
==> through the flow <==
step	hold slack, ns	setup slack (ns)	instance area, um2	util
after CTS	5.23	0.0769	61300	0.376
after floorplan	4.06	0.441	49300	-
after detailed placement	5.23	0.616	53700	0.329
after global placement	5.24	0.618	53700	0.329
final	5.23	0.122	61300	0.376
after global routing	5.31	0.0240	61300	0.376
==> cell usage in the layout, fill, tap and decap left out, types with 3 or more instances in the layout <==
| cell type | netlist | layout |
|---|---|---|
| ha_1 | 3 | 3 |
| nand2b_2 | 0 | 4 |
| clkinvlp_2 | 0 | 30 |
| dlxtn_1 | 5 | 5 |
| clkdlybuf4s50_1 | 0 | 144 |
| nand3_1 | 194 | 193 |
| a22o_1 | 128 | 128 |
| buf_12 | 0 | 30 |
| buf_4 | 64 | 108 |
| nor3_2 | 0 | 3 |
| inv_6 | 0 | 3 |
| a221o_1 | 5 | 5 |
| or3b_2 | 3 | 3 |
| a22oi_1 | 192 | 192 |
| a21oi_1 | 192 | 192 |
| nand3b_1 | 5 | 5 |
| nor3_1 | 64 | 61 |
| bufinv_16 | 0 | 22 |
| inv_1 | 3 | 1049 |
| edfxtp_1 | 1024 | 1024 |
| nor2b_4 | 0 | 4 |
| mux2_1 | 30 | 30 |
| nand2_1 | 195 | 193 |
| nor2_4 | 0 | 34 |
| inv_4 | 0 | 9 |
| a31oi_1 | 64 | 63 |
| mux2i_1 | 1024 | 1024 |
| clkbuf_16 | 0 | 111 |
==> metal layers <==
layer / up-vias / GRT usage / wire, um
met5: - / 0.00460 / 154
met4: 16 / 0.0682 / 3720
met1: 16694 / 0.231 / 58300
met3: 260 / 0.150 / 24000
met2: 1868 / 0.268 / 68600
li1: 15944 / - / -
==> cell families after synthesis <==
kind of cell	count (synthesis)	synth area share
multiplexers	1056	0.215
AND-OR/OR-AND	581	0.0806
buffers and inverters	260	0.0310
adder cells (fa/ha/maj)	3	0.000762
AND/OR/NAND/NOR	509	0.0467
flip-flops	1024	0.624
latches	5	0.00152
==> registers in the layout, summed over array words and instances (netlist names) <==
name / count
WReg: 5
Regs: 1024
==> path summary, 6_finish.rpt <==
check,startpoint,endpoint
max,Regs[7][20],ReadData1[20]
min,RReg2[1],ReadData2[2]
==> critical path: stages, from the launching register on <==
cell and delay [ns]:
edfxtp_1 0.34, mux2i_1 0.09, a22o_1 0.26, nor3_1 0.45
a31oi_1 0.11, nand3_1 0.25, clkdlybuf4s50_1 0.52
Power is estimated from default activity; no workload was simulated.
