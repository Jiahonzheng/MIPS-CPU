==> design.v <==
`timescale 1ns / 1ps
module DM(
  input CLK,
  input RD,
  input WR,
  input DBDataSrc,
  input [31:0] result,
  input [31:0] DAddr,
  input [31:0] DataIn,
  output reg [31:0] DB
);
  wire [31:0] DataOut;
  reg [7:0] Data_Mem[0:127];
  integer i = 0;
  initial begin
    repeat(128) begin
        Data_Mem[i] = 0;
        i = i + 1;
    end
  end
  assign DataOut[7:0] = (RD) ? Data_Mem[DAddr + 3] : 8'bz;
  assign DataOut[15:8] = (RD) ? Data_Mem[DAddr + 2] : 8'bz;
  assign DataOut[23:16] = (RD) ? Data_Mem[DAddr + 1] : 8'bz;
  assign DataOut[31:24] = (RD) ? Data_Mem[DAddr] : 8'bz;
  always @(negedge CLK) begin
    if (WR) begin
      Data_Mem[DAddr] <= DataIn[31:24];
      Data_Mem[DAddr + 1] <= DataIn[23:16];
      Data_Mem[DAddr + 2] <= DataIn[15:8];
      Data_Mem[DAddr + 3] <= DataIn[7:0];
    end
  end
  always @(*) begin
    DB <= (DBDataSrc) ? DataOut : result;
  end
endmodule
==> run.sh <==
#!/bin/bash
# OpenROAD 26Q1-2900-gdf79404cd8, Yosys 0.63+post, stock flow scripts
make -C /OpenROAD-flow-scripts/flow DESIGN_CONFIG=/design/flow/config.mk WORK_HOME=/design/flow/orfs finish
==> config.mk <==
export PLATFORM = sky130hd
export DESIGN_NAME = DM
export DESIGN_NICKNAME = DM
export VERILOG_FILES = /design/flow/design.v
export SDC_FILE = /design/flow/constraint.sdc
export NUM_CORES = 4
export LEC_CHECK = 1
export CORE_UTILIZATION = 30
==> constraint.sdc <==
current_design DM

set clk_period 35.6
set clk_io_pct 0.2

create_clock -name clk0 -period $clk_period [get_ports {CLK}]

set non_clock_inputs [all_inputs -no_clocks]
set_input_delay [expr $clk_period * $clk_io_pct] -clock clk0 $non_clock_inputs
set_output_delay [expr $clk_period * $clk_io_pct] -clock clk0 [all_outputs]
==> results.ini <==
[logic_synthesis]
yosys-stat-cells = 9995
yosysTopAreaCellShare = 0.2998
synth_cell_types = 79
compound_area_frac = 0.1166
ys_sh_adder = 0.0007320
area_leaders = edfxtp_1, mux4_2, mux2i_1
most_common_cell = nand2_1
synthArstFlopShare = 0
top_cells_by_count = nand2_1, mux2i_1, edfxtp_1
postSynthSeqShare = 0.2998
synth-edff-count = 1024
yosysWarnings = 5
ys_seq_elements = 1024
synth_chip_area_um2 = 102600
logic_family = multiplexers
syn_area_per_cell_um2 = 10.26
yosysTopAreaCell = edfxtp_1
netlist_instances = 9995
synth_area_um2 = 102600
ys_sh_mux = 0.4076
ys_sh_xor = 0.001940
synthFlopType = edfxtp_1
synth-simple-area-share = 0.1220

[cells_and_area]
largest_reg_flops = 1024
top_register = Data_Mem
top_regs = Data_Mem (1024)
utilization = 0.3462
drive_above_1_share = 0.2494
final_area_um2 = 117700
areaGrowthSynthToFinish_pct = 14.81

[place]
gp_congestion = 1.162
dp_hpwl_um = 428600
placement.io_buffers = 105
place_area_um2 = 109100

[route]
dr_total_vias = 101500
wl_um = 629400
antenna_left = 0
drtPass1Iterations = 7
wl_per_cell_um = 41.09
drcViolationCount = 0
drt_iter0_drc = 12530
vias_per_cell = 6.629

[critical_path]
critical_path_required_ns = 28.48
worstPathMaxFanout = 4
crit_path_start_kind = register
crit_path_end_kind = output port
worstSetupStartpoint = Data_Mem[83][2]
arrival_ns = 23.70
path_class = register to output port

[die]
die_area_um2 = 344200
ioPinCount = 132
core_um2 = 340100
dieHeight_um = 586.7
core.rowCount = 214
fp_util = 0.3016
die_width_um = 586.7

[min_path]
min_to = DB[29]
hp-class = primary input to output port
hold_depth = 4
worstHoldStart = DBDataSrc

[status]
status = complete, but fails checks
violations = capacitance limit, slew limit

[clock_network]
clockBufferDepth = 4
cts_buffers = 144
clkSlewWorstSetupHoldPaths_ns = 0.04
root_buffer = clkbuf_16
cts_resized = 0
htree_levels = 4
cts_tree = yes
cts.sinks = 1024
holdBufCountCts = 0
postCtsSetupBuffers = 0

[global_routing]
antenna_found_initial = 86
grt_pass1_vias = 97720
grt_overflow = 0
grt_pass1_wl_um = 841600
gr-usage-all-layers = 0.3748
grt_max_degree = 71

[sta]
fin_tns_setup_ns = 0
tightestPinTransition_ns = 1.572
drv_slew = 4
max-slew-margin-rel = -0.07780
finalHoldViolCount = 0
rsz0062_at_grt = no
setup_viol = 0

[flow_run]
openroad.warnings = 1057
drv_cap = 2

[power_and_ir_drop]
vdd_drop_max_mv = 0.03630
p_total_mw = 4.578
p_leak_nw = 49.61
p_per_area_nw_per_um2 = 38.88

==> layout by cell type (no fill, tap or decap), types with 43 or more instances in the layout <==
| cell | synthesis | final |
|---|---|---|
| a31oi_1 | 64 | 63 |
| inv_1 | 9 | 1059 |
| a211oi_1 | 311 | 310 |
| edfxtp_1 | 1024 | 1024 |
| mux4_2 | 948 | 948 |
| clkbuf_16 | 0 | 150 |
| a32oi_1 | 66 | 66 |
| a21o_1 | 305 | 305 |
| buf_4 | 21 | 570 |
| a21oi_1 | 443 | 439 |
| nand4_1 | 98 | 98 |
| mux2i_1 | 1222 | 1218 |
| nand2_1 | 1346 | 1345 |
| o21ai_1 | 60 | 61 |
| o21ai_0 | 372 | 371 |
| diode_2 | 0 | 94 |
| clkdlybuf4s50_1 | 0 | 65 |
| nand3_1 | 470 | 470 |
| o211ai_1 | 60 | 60 |
| nor3_1 | 62 | 43 |
| nor2_1 | 792 | 772 |
| mux2_2 | 730 | 730 |
| nor3_2 | 40 | 58 |
==> metal layers <==
layer | part of all wire | track usage | wire [µm] | vias up
met4 | 0.11 | 0.3158 | 67190 | 114
li1 | - | - | - | 39900
met1 | 0.30 | 0.3790 | 191500 | 48630
met3 | 0.19 | 0.3056 | 121400 | 2787
met5 | 0.0065 | 0.1199 | 4071 | -
met2 | 0.39 | 0.4753 | 245300 | 10110
==> cells by family (layout without fill, tap and decap cells) <==
kind of cell,Yosys count,count (layout)
flops,1024,1024
mux,2900,2900
other cells,0,94
buf+inv,1257,1949
compound gates,1865,1865
fa+ha+maj,6,6
xor+xnor,18,18
simple gates,2925,2925
==> how the worst max path moves through the flow <==
stage	end	slack, ns	cells after the start
after CTS	Data_Mem[71][7]	5.56	13
after global routing	Data_Mem[71][7]	5.12	13
final	DB[2]	4.78	6
==> metrics by stage <==
step	setup slack [ns]	hold WS [ns]	cells
final	4.777	15.02	15320
after global routing	5.120	15.06	15260
after CTS	5.558	15.01	15220
after detailed placement	4.691	15.01	13960
after global placement	4.660	15.02	13960
after floorplan	6.471	14.31	9995
==> worst max-delay path: stages, from the launching register on <==
cell	delay, ns
edfxtp_1	0.47
mux4_2	0.61
mux2i_1	1.22
o221ai_1	0.68
a311oi_1	0.98
a41oi_1	0.51
clkdlybuf4s50_1	0.54
==> final cells by class <==
type                    instances  area [µm²]
diodes                         94       235.2
clock buffers                 150        3754
clock inverters              1111        4654
fillers                     33650      222300
inverters                      12       71.32
multi-input cells            7714       67170
flip-flops and latches       1024       30750
well taps                    4536        5675
repair buffers                676        5430
==> where the power goes <==
group / switching [mW] / internal [mW] / total [mW]
combinational: 0.830 / 0.375 / 1.21
sequential: 0.0357 / 1.37 / 1.40
clock: 0.953 / 1.02 / 1.97
Power is estimated from default activity; no workload was simulated.
